===== /design/flow/config.mk =====
export PLATFORM = sky130hd
export DESIGN_NAME = Instruction_Fetch
export DESIGN_NICKNAME = Instruction_Fetch
export VERILOG_FILES = /design/flow/design.v
export SDC_FILE = /design/flow/constraint.sdc
export NUM_CORES = 4
export LEC_CHECK = 1
export CORE_AREA = 10 10 70 70
export DIE_AREA = 0 0 80 80

===== /design/flow/constraint.sdc =====
current_design Instruction_Fetch

set clk_period 1.6
set clk_io_pct 0.2

create_clock -name clk0 -period $clk_period [get_ports {clk}]

set non_clock_inputs [all_inputs -no_clocks]
set_input_delay [expr $clk_period * $clk_io_pct] -clock clk0 $non_clock_inputs
set_output_delay [expr $clk_period * $clk_io_pct] -clock clk0 [all_outputs]

===== /design/flow/design.v =====
module Adder(
	input [63:0] a,
	input [63:0] b,
	output [63:0] out
);
	assign out = a+b;
endmodule
module Instruction_Fetch(
	input clk,
	input reset,
	output [31:0] Instruction
);
	wire [63:0] PC_In;
	wire [63:0] PC_Out;
	Program_Counter PC
	(
		.clk(clk),
		.reset(reset),
		.PC_In(PC_In),
		.PC_Out(PC_Out)
	);
	Adder ad
	(
		.a(PC_Out),
		.b(64'd4),
		.out(PC_In)
	);
	Instruction_Memory I_M
	(
		.Inst_Address(PC_Out),
		.Instruction(Instruction)
	);
endmodule
module Instruction_Memory
(
	input [63:0] Inst_Address,
	output reg [31:0] Instruction
);
reg [7:0] instructions [15:0];
initial
begin
instructions[0] = 8'b10000011;
instructions[1] = 8'b00110100;
instructions[2] = 8'b00000101;
instructions[3] = 8'b00001111;
instructions[4] = 8'b10110011;
instructions[5] = 8'b10000100;
instructions[6] = 8'b10011010;
instructions[7] = 8'b00000000;
instructions[8] = 8'b10010011;
instructions[9] = 8'b10000100;
instructions[10] = 8'b00010100;
instructions[11] = 8'b00000000;
instructions[12] = 8'b00100011;
instructions[13] = 8'b00111000;
instructions[14] = 8'b10010101;
instructions[15] = 8'b00001110;
end
always @ (Inst_Address)
Instruction = {instructions[Inst_Address+3], instructions[Inst_Address+2], instructions[Inst_Address+1], instructions[Inst_Address]};
endmodule
module Program_Counter
(
	input clk,
	input reset,
	input [63:0] PC_In,
	output reg [63:0] PC_Out
);
always @(posedge clk or posedge reset)
begin
if (reset)
	PC_Out=0;
else
	PC_Out=PC_In;
end
endmodule

===== /design/flow/run.sh =====
#!/bin/bash
# OpenROAD 26Q1-2900-gdf79404cd8, Yosys 0.63+post, stock flow scripts
make -C /OpenROAD-flow-scripts/flow DESIGN_CONFIG=/design/flow/config.mk WORK_HOME=/design/flow/orfs finish

==> CHANGELOG.md <==
## Implementation

* CP top delay family: buffers and inverters
* Share of cells above drive strength 1 at 0.317
* Antenna violations before repair at 0
* DR pass1 iterations at 2
* Worst r2r path cells at 2
* Bufs and invs on worst path at 3
* Routed WL at a little under 900 um
* R2R Setup Slk at 0.80 ns
* Routability cong. at 0.680
* Endpoints failing setup at 2
* Worst reg2reg endpoint: PC.PC_Out[3]
* Inserted Clock Buffers at 3
* Worst path cell trace: buf_6 > ha_1 > inv_1 > clkdlybuf4s50_1
* Critical Path AT at 1.45 ns
* Gr busiest metal: met2
* GRT met3 Usage at 0.0193
* Critical path capture point type: output port
* Wire per inst at 8.24 um
* Synthesis area per yosys at 347 sq um
* Clk sink count at 2
* Final Cycle Share at 1.11
* Min Tclk post-route at 1.77 ns
* Clk Latency, worst-skew pair at 0.22 ns
* # hold bufs at CTS at 0
* Top Ports at 34
* HP Class: input pin to async pin
* Peak supply drop at 0.0844 mV
* Worst-path clk slew at 0.03 ns
* Number of global-route vias before repair at 264
* Unrepaired setup endpoints after global routing: yes
* Final setup margin at -0.170 ns
* Power Density at between 200 and 300 nW/um^2
* Cell area after synthesis at roughly 350 sq um
* Max Clk Rate at around 560 MHz
* Outcome: complete, but fails checks
* Ys flops at 2
* Die footprint at 6400 sq um
* Leak at 0.000291 uW
* Critical path peak fanout at 6
* First-pass GRT wire length at 1130 um
* Unique cell types at 5
* Total gr overflow at 0
* GR Util All Layers at 0.0220
* Violated checks: negative setup slack
* Startpoint type of the worst setup path: flip-flop
* Port bufs at 19
* CTS Buffer Depth at 2
* Dpl hpwl at 717 um
* CP peak stage delay at ~0.46 ns
* Die Y at roughly 80 um
* Dominant cell area share at 0.542
* Routed Antenna Nets at 0
* Fp_density at 0.101
* Rows at 21
* Final Max Tran Viols at 0
* Core area at around 3400 sq um
* Yosys cell count at 42
* Root Buffer: clkbuf_4
* Max reg flops at 2
* DRC Markers at 0
* Cell area leaders: buf_4 54%, ha_1 22%, dfrtp_1 14%, inv_1 7.6%, conb_1 2.2%
* Total number of vias at approximately 240
* Yosys Warn Count at 2
* Syn Area/Cell at 8.25 sq um
* Final cell count without fillers at 106
* # diodes at 0
* Register share after synthesis at 0.144
* DIE WIDTH at 80 um
* Slowest CP cell: clkdlybuf4s50_1
* Met2 usage at 0.0329
* Global-route met1 utilization at 0.0186
* OpenROAD warnings at 32
* Setup CP Type: flip-flop to output port
* Worst EP required at between 1 and 1.5 ns
* CTS tree: built
* H-tree lvl count at 1
* Synth area leader: buf_4
* Hold Fails Final Rpt at 0
* Post-Syn Instances at 42
* Largest net degree at the start of global routing at 7
* Clk_skew at approximately 0.00043 ns
* P&R area growth vs syn at 60.7%
* DP Worst Slack at -0.0824 ns
* Max cap viols at 0
* Reg-to-Reg Start: PC.PC_Out[3]
* Vias per cell at 2.26
* Initial drt markers at 1
* Number of placed instances, taps included at around 100
layout by cell type (no fill, tap or decap):
master	n
conb_1	14
dlygate4sd2_1	7
buf_4	6
clkdlybuf4s50_1	5
inv_1	4
ha_1	4
clkbuf_4	3
clkdlybuf4s15_1	3
buf_6	3
dfrtp_1	2
inv_2	2
dlymetal6s2s_1	2
clkbuf_2	2
inv_4	1
ha_4	1
ha_2	1
stage by stage:
stage	TNS [ns]	area, sq um	hold slack [ns]	total power (uW)	util
2_1_floorplan	0	392	0.0612	76.7	-
3_3_place_gp	-0.456	489	0.480	58.7	0.143
3_5_place_dp	-0.477	489	0.478	58.0	0.143
4_1_cts	-0.652	519	0.243	178	0.152
5_1_grt	-0.400	557	0.258	178	0.163
6_report	-0.287	557	0.254	167	0.163
Yosys cell counts, drive strengths merged:
master  count
ha          6
conb        2
buf        25
dfrtp       2
inv         7
metal layers:
metal	up-vias	wire length, um
li1	117	-
met2	24	363
met3	2	186
met5	-	0
met4	0	41
met1	97	282
cell families after synthesis:
group,after synthesis,synth area share
fa+ha+maj,6,0.217
buf+inv,32,0.617
other cells,2,0.0217
flops,2,0.144
where the power goes:
part	switching, uW	internal [uW]
logic	3.04	2.28
registers	0	51.0
clock network	27.9	82.7
total	30.9	136
worst max-delay path by stage:
| stage | cells past startpoint | start | slack (ns) | to |
|---|---|---|---|---|
| final | 4 | PC.PC_Out[2] | -0.17 | Instruction[7] |
| after global routing | 4 | PC.PC_Out[2] | -0.22 | Instruction[7] |
| after CTS | 4 | PC.PC_Out[2] | -0.19 | Instruction[10] |
cell type report:
type	instances	area (sq um)
Fill cell	396	2860
Tap cell	46	57.6
Multi-Input combinational cell	20	143
Timing Repair Buffer	28	255
Inverter	7	28.8
Clock buffer	3	22.5
Sequential cell	2	50.0
timing repair:
item,in CTS,in global routing
gates cloned,0,0
buffers inserted,0,4
resized,19,11
endpoints found under the hold margin,0,0
setup endpoints to repair,16,6
pin swaps,0,1
Power and IR drop assume default switching activity.
